### flow/design.v
module REG_32 #(parameter W_width = 32) (
input wire			CLK,RST,
input wire 			regWrite,
input wire			decOut_i,
input wire [W_width-1:0]	writeData,
output reg [W_width-1:0]	outreg
);
always@(posedge CLK or negedge RST) begin
if(!RST) begin
	outreg	<= 'b0;
end
else if (regWrite && decOut_i) begin
	outreg	<= writeData;
end
end
endmodule 
module DECODER (
input wire [2:0]	destreg_i,
output reg [7:0]	destreg_o
);
always@(*) begin
case(destreg_i)
      3'b000: destreg_o = 8'b00000001;
      3'b001: destreg_o = 8'b00000010;
      3'b010: destreg_o = 8'b00000100;
      3'b011: destreg_o = 8'b00001000;
      3'b100: destreg_o = 8'b00010000;
      3'b101: destreg_o = 8'b00100000;
      3'b110: destreg_o = 8'b01000000;
      3'b111: destreg_o = 8'b10000000;
endcase
end
endmodule 
module MUX #(parameter W_width = 32)(
input wire [W_width-1:0]	R0_i, R1_i, R2_i, R3_i, R4_i, R5_i, R6_i, R7_i,
input wire [2:0]		select_i,
output reg [W_width-1:0]	outBus_o
);
always@(*) begin
case(select_i)
      3'b000: outBus_o = R0_i;
      3'b001: outBus_o = R1_i;
      3'b010: outBus_o = R2_i;
      3'b011: outBus_o = R3_i;
      3'b100: outBus_o = R4_i;
      3'b101: outBus_o = R5_i;
      3'b110: outBus_o = R6_i;
      3'b111: outBus_o = R7_i;
endcase
end
endmodule 
module REG_SET #(parameter W_width = 32) (
input wire			CLK, RST,
input wire			regWrite,
input wire [7:0]		decOut_i,
input wire [W_width-1:0]	writeData_i,
output wire [W_width-1:0]	R0_o, R1_o, R2_o, R3_o, R4_o, R5_o, R6_o, R7_o
);
REG_32 R0 (.CLK(CLK), .RST(RST), .regWrite(regWrite), .decOut_i(decOut_i[0]), .writeData(writeData_i), .outreg(R0_o));
REG_32 R1 (.CLK(CLK), .RST(RST), .regWrite(regWrite), .decOut_i(decOut_i[1]), .writeData(writeData_i), .outreg(R1_o));
REG_32 R2 (.CLK(CLK), .RST(RST), .regWrite(regWrite), .decOut_i(decOut_i[2]), .writeData(writeData_i), .outreg(R2_o));
REG_32 R3 (.CLK(CLK), .RST(RST), .regWrite(regWrite), .decOut_i(decOut_i[3]), .writeData(writeData_i), .outreg(R3_o));
REG_32 R4 (.CLK(CLK), .RST(RST), .regWrite(regWrite), .decOut_i(decOut_i[4]), .writeData(writeData_i), .outreg(R4_o));
REG_32 R5 (.CLK(CLK), .RST(RST), .regWrite(regWrite), .decOut_i(decOut_i[5]), .writeData(writeData_i), .outreg(R5_o));
REG_32 R6 (.CLK(CLK), .RST(RST), .regWrite(regWrite), .decOut_i(decOut_i[6]), .writeData(writeData_i), .outreg(R6_o));
REG_32 R7 (.CLK(CLK), .RST(RST), .regWrite(regWrite), .decOut_i(decOut_i[7]), .writeData(writeData_i), .outreg(R7_o));
endmodule 
module register_file #(parameter W_width = 32) (
input wire			CLK, RST,
input wire [2:0]		srcRegA,
input wire [2:0]		destReg,
input wire [W_width-1:0]	writeData,
input wire			regWrite,
input wire [2:0]		srcRegB,
output [W_width-1:0]		outBusA,
output [W_width-1:0]		outBusB
);
wire [7:0]		dec_o;
wire [W_width-1:0]	R0, R1, R2, R3, R4, R5, R6, R7;
DECODER decoder (.destreg_i(destReg), .destreg_o(dec_o));
REG_SET set (.CLK(CLK), .RST(RST), .regWrite(regWrite), .decOut_i(dec_o), .writeData_i(writeData), .R0_o(R0), .R1_o(R1), .R2_o(R2), .R3_o(R3), .R4_o(R4), .R5_o(R5), .R6_o(R6), .R7_o(R7));
MUX m1 (.R0_i(R0), .R1_i(R1), .R2_i(R2), .R3_i(R3), .R4_i(R4), .R5_i(R5), .R6_i(R6), .R7_i(R7), .select_i(srcRegA), .outBus_o(outBusA));
MUX m2 (.R0_i(R0), .R1_i(R1), .R2_i(R2), .R3_i(R3), .R4_i(R4), .R5_i(R5), .R6_i(R6), .R7_i(R7), .select_i(srcRegB), .outBus_o(outBusB));
endmodule 
### flow/constraint.sdc
current_design register_file

set clk_period 5.8
set clk_io_pct 0.2

create_clock -name clk0 -period $clk_period [get_ports {CLK}]

set non_clock_inputs [all_inputs -no_clocks]
set_input_delay [expr $clk_period * $clk_io_pct] -clock clk0 $non_clock_inputs
set_output_delay [expr $clk_period * $clk_io_pct] -clock clk0 [all_outputs]
### flow/run.sh
#!/bin/bash
# OpenROAD 26Q1-2900-gdf79404cd8, Yosys 0.63+post, stock flow scripts
make -C /OpenROAD-flow-scripts/flow DESIGN_CONFIG=/design/flow/config.mk WORK_HOME=/design/flow/orfs finish
### flow/config.mk
export PLATFORM = sky130hd
export DESIGN_NAME = register_file
export DESIGN_NICKNAME = register_file
export VERILOG_FILES = /design/flow/design.v
export SDC_FILE = /design/flow/constraint.sdc
export NUM_CORES = 4
export LEC_CHECK = 1
export CORE_UTILIZATION = 40
==> node_exporter_impl.prom <==
# HELP chip_impl_metric Implementation results
# TYPE chip_impl_metric gauge
chip_impl_metric{name="max_slew.worst_pin.slew",unit="ps"} 848
chip_impl_metric{name="route.vias.total",unit=""} 10669
chip_impl_metric{name="grt_antenna_before_repair",unit=""} 0
chip_impl_metric{name="grt_first_pass_wirelength",unit="um"} 63300
chip_impl_metric{name="max_cap_viols",unit=""} 0
chip_impl_metric{name="final-max-slew-violation-count",unit=""} 0
chip_impl_metric{name="dpl.hpwl",unit="um"} 23700
chip_impl_info{name="result_of_the_run",value="finished clean"} 1
chip_impl_metric{name="slowest_delay",unit="ps"} 600
chip_impl_metric{name="timing.max_slew.rel_slack",unit=""} 0.433
chip_impl_metric{name="route.detailed.wl_per_inst",unit="um"} 22.2
chip_impl_metric{name="fin_crit",unit="ps"} 4800
chip_impl_info{name="flop_cell",value="dfrtp_1"} 1
chip_impl_metric{name="numPortBuffers",unit=""} 107
chip_impl_info{name="setup_repair_after_global_routing_missed_its_margin",value="no"} 1
chip_impl_metric{name="cp_data_required_time",unit="ps"} 4640
chip_impl_metric{name="dieArea",unit="um^2"} 35600
chip_impl_info{name="cp_cell_sequence",value="buf_4, buf_4, mux2i_1, o21ai_0, a221oi_1, nor2_1, clkdlybuf4s50_1"} 1
chip_impl_info{name="critical-path-slowest-cell",value="buf_4"} 1
chip_impl_metric{name="maximum_fanout_count_along_the_critical_path",unit=""} 48
chip_impl_metric{name="finalSetupTns",unit="ps"} 0
chip_impl_metric{name="fraction_of_registers_with_async_set_or_reset_after_synthesis",unit=""} 1.00
chip_impl_metric{name="post_route_cells_drive_above_1_share",unit=""} 0.228
chip_impl_metric{name="die_boundary_height",unit="um"} 189
chip_impl_info{name="yosys.area.top_type",value="dfrtp_1"} 1
chip_impl_info{name="critPathLaunchType",value="input port"} 1
chip_impl_metric{name="synth-edff-count",unit=""} 0
chip_impl_metric{name="global_route.usage.total",unit=""} 0.239
chip_impl_metric{name="ant_nets",unit=""} 0
chip_impl_info{name="crit_top_cell",value="buf_4"} 1
chip_impl_info{name="worstHoldPathType",value="reg -> reg"} 1
chip_impl_metric{name="grt_pass1_vias",unit=""} 10592
chip_impl_metric{name="placementRows",unit=""} 67
chip_impl_metric{name="ys_types",unit=""} 41
chip_impl_metric{name="globalRouteOverflowTotal",unit=""} 0
chip_impl_metric{name="ioPinCount",unit=""} 108
chip_impl_metric{name="arrival",unit="ps"} 3640
chip_impl_metric{name="drc",unit=""} 0
chip_impl_metric{name="worst_ir_drop_vdd",unit="mV"} 0.248
chip_impl_metric{name="drt_via_density",unit=""} 5.90
chip_impl_metric{name="power-per-cell-area",unit="nW/um^2"} 344
chip_impl_info{name="area_leaders",value="dfrtp_1 46%, mux2_2 17%, a221oi_1 6.5%"} 1
chip_impl_metric{name="fin_skew",unit="ps"} 0
chip_impl_metric{name="worst_setup_hold_path_clk_slew",unit="ps"} 60
chip_impl_metric{name="clk_latency",unit="ps"} 550
chip_impl_metric{name="n_antenna_cell",unit=""} 0
chip_impl_metric{name="finalSetupViolCount",unit=""} 0
chip_impl_metric{name="drt_wl_total",unit="um"} 40200
chip_impl_metric{name="yosysWarnings",unit=""} 3
chip_impl_metric{name="dpl.cell_count",unit=""} 1754
chip_impl_metric{name="post_layout_nonfiller_instances",unit=""} 1808
chip_impl_info{name="worstSetupPathType",value="in -> out"} 1
chip_impl_metric{name="yosys.area.top_type_share",unit=""} 0.460
chip_impl_info{name="cp-end-kind",value="primary output"} 1
chip_impl_metric{name="log.warning_count",unit=""} 25
chip_impl_metric{name="grt_max_degree",unit=""} 82
chip_impl_metric{name="clk_path_buf_depth",unit=""} 3
chip_impl_metric{name="synth.yosys.num_cells",unit=""} 1282
chip_impl_metric{name="number_of_hold_violations_in_the_final_report",unit=""} 0
chip_impl_metric{name="resize_count_post_cts",unit=""} 0
chip_impl_info{name="clock_tree.root_cell",value="clkbuf_16"} 1
chip_impl_metric{name="numSynthFlops",unit=""} 256
chip_impl_metric{name="detailedRoute.firstPassIterationCount",unit=""} 5
chip_impl_metric{name="initialDrtViolationCount",unit=""} 777
chip_impl_metric{name="synth_sequential_area_ratio",unit=""} 0.460
chip_impl_metric{name="post-route-util",unit=""} 0.480
chip_impl_metric{name="cts.sink_count",unit=""} 256
chip_impl_metric{name="number_of_levels_the_h_tree_was_split_into",unit=""} 1
chip_impl_metric{name="setup_bufs_post_cts",unit=""} 0
chip_impl_metric{name="syn_area",unit="um^2"} 13900
chip_impl_metric{name="tritoncts.num_buffers",unit=""} 29
chip_impl_metric{name="fmaxAchievable",unit="GHz"} 0.208
chip_impl_metric{name="yosysChipArea",unit="um^2"} 13900
chip_impl_metric{name="chipWidth",unit="um"} 189
chip_impl_metric{name="syn_inst",unit=""} 1282
chip_impl_metric{name="leakage",unit="nW"} 6.81
chip_impl_metric{name="finalClockPeriodUsage",unit=""} 0.828
chip_impl_metric{name="floorplan.initialDensity",unit=""} 0.411
chip_impl_metric{name="globalplace.congestion",unit=""} 0.858
chip_impl_metric{name="area_growth_syn_to_fin",unit="%"} 16.6
chip_impl_info{name="tritoncts",value="yes"} 1
chip_impl_metric{name="core",unit="um^2"} 33900
chip_impl_metric{name="post_synth.cell_area_avg",unit="um^2"} 10.9
chip_impl_metric{name="postCtsHoldBufs",unit=""} 0
chip_impl_metric{name="report.power.total",unit="W"} 0.00559
==> power by group <==
group,total (W),internal (W),switching (W)
Sequential,0.00245,0.00218,0.000274
Clock,0.00192,0.00116,0.000760
Combinational,0.00121,0.000680,0.000528
Total,0.00559,0.00402,0.00156
==> state kept, by name (all words and copies together), names as in the netlist <==
name / cells
set.R3.outreg: 32
set.R2.outreg: 32
set.R7.outreg: 32
set.R6.outreg: 32
set.R1.outreg: 32
set.R0.outreg: 32
set.R4.outreg: 32
set.R5.outreg: 32
==> per-layer routing <==
metal / part of all wire / vias up / GRT usage
met5: 0 / - / 0
met4: 0.021 / 0 / 0.0434
met3: 0.080 / 56 / 0.0631
met2: 0.45 / 404 / 0.349
met1: 0.45 / 5362 / 0.374
li1: - / 4847 / -
==> critical path: cells and delay by family <==
kind	cells	cell delay (ps)
mux	1	250
compound gates	2	590
buf+inv	3	1490
simple gates	1	120
==> final cells by class <==
class / instances / area [um^2]
fill: 3080 / 17600
multi-input combinational: 862 / 6750
tap: 448 / 561
clock buffer: 41 / 861
inverter: 44 / 165
timing repair buffer: 144 / 1340
sequential: 256 / 6410
clock inverter: 13 / 154
==> cells by family (layout without fill, tap and decap cells) <==
| kind of cell | count (synthesis) | count (layout) | share of synthesized area |
|---|---|---|---|
| AOI/OAI and AO/OA | 319 | 319 | 0.172 |
| muxes | 274 | 274 | 0.217 |
| and+or+nand+nor | 269 | 269 | 0.0940 |
| DFF | 256 | 256 | 0.460 |
| buffers and inverters | 164 | 242 | 0.0569 |
==> layout by cell type (no fill, tap or decap), types with 9 or more instances in the layout <==
master,instances
dfrtp_1,256
mux2_2,205
nor2_1,112
a221oi_1,104
clkdlybuf4s50_1,100
a22o_1,69
o21ai_0,62
mux2i_1,60
nand2b_1,59
nand2_1,51
inv_1,44
buf_4,39
clkbuf_16,29
a21oi_1,26
nand3_1,25
o2bb2ai_1,20
a22oi_1,13
clkbuf_8,9
==> final timing paths <==
| kind | from | endpoint | slack, ps | depth (start not counted) |
|---|---|---|---|---|
| min in group asynchronous | RST | set.R0.outreg[19]$_DFFE_PN0P_ | 610 | 1 |
| worst min register to register | set.R1.outreg[25]$_DFFE_PN0P_ | set.R1.outreg[25]$_DFFE_PN0P_ | 520 | 1 |
| worst max register to register | set.R0.outreg[6]$_DFFE_PN0P_ | set.R0.outreg[6]$_DFFE_PN0P_ | 5000 | 1 |
| worst max-delay path | srcRegA[1] | outBusA[0] | 1000 | 7 |
| max in group asynchronous | RST | set.R3.outreg[12]$_DFFE_PN0P_ | 4080 | 2 |
| worst min-delay path | set.R1.outreg[25]$_DFFE_PN0P_ | set.R1.outreg[25]$_DFFE_PN0P_ | 520 | 1 |
==> synthesized netlist by cell type (13+ instances only) <==
cell and count:
a21oi_1 26, a221oi_1 104, a22o_1 69, a22oi_1 13, buf_2 51, clkbuf_1 45, dfrtp_1 256, inv_1 44
mux2_2 205, mux2i_1 60, nand2_1 51, nand2b_1 59, nand3_1 25, nor2_1 112, o21ai_0 62, o2bb2ai_1 20
==> through the flow <==
stage / setup slack [ps] / hold WS, ps / instance area [um^2]
floorplan: 2490 / 479 / 13900
global placement: 1040 / 499 / 15200
detailed placement: 1040 / 506 / 15200
CTS: 1040 / 519 / 16200
global route: 855 / 541 / 16200
finish: 1000 / 516 / 16200
No activity file was given, so power comes from the tool's default toggle rates.
